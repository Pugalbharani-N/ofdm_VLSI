**flow/run.sh**
```bash
#!/bin/bash
# OpenROAD 26Q1-2900-gdf79404cd8, Yosys 0.63+post, stock flow scripts
make -C /OpenROAD-flow-scripts/flow DESIGN_CONFIG=/design/flow/config.mk WORK_HOME=/design/flow/orfs finish
```
**flow/config.mk**
```make
export PLATFORM = sky130hd
export DESIGN_NAME = transmitter_top_all
export DESIGN_NICKNAME = transmitter_top_all
export VERILOG_FILES = /design/flow/design.v
export SDC_FILE = /design/flow/constraint.sdc
export NUM_CORES = 4
export LEC_CHECK = 1
export CORE_AREA = 10 10 386 386
export DIE_AREA = 0 0 396 396
```
**flow/constraint.sdc**
```tcl
current_design transmitter_top_all

set clk_period 2.6
set clk_io_pct 0.2

create_clock -name clk0 -period $clk_period [get_ports {clk}]

set non_clock_inputs [all_inputs -no_clocks]
set_input_delay [expr $clk_period * $clk_io_pct] -clock clk0 $non_clock_inputs
set_output_delay [expr $clk_period * $clk_io_pct] -clock clk0 [all_outputs]
```
**flow/design.v**
```verilog
module bitstream_generator (
    input wire clk,
    input wire reset,
    output reg [3:0] data  
);
    always @(posedge clk or posedge reset) begin
        if (reset)
            data <= 4'b0000;  
        else
            data <= data + 1;  
    end
endmodule
module cyclic_prefix_256(
    input  wire [127:0] phase,       
    input  wire [127:0] quad,        
    output wire [303:0] symbol_out   
);
    wire [255:0] symbol_in = {phase, quad};
    assign symbol_out = { symbol_in[47:0], symbol_in };
endmodule
module ifft8_constant(
    input  wire [127:0] freq_in,    
    output reg  [127:0] time_out    
);
    reg [15:0] X [0:7];   
    reg [15:0] A;         
    integer i;
    always @(*) begin
        X[7] = freq_in[127:112];
        X[6] = freq_in[111:96];
        X[5] = freq_in[95:80];
        X[4] = freq_in[79:64];
        X[3] = freq_in[63:48];
        X[2] = freq_in[47:32];
        X[1] = freq_in[31:16];
        X[0] = freq_in[15:0];
        A = X[2];
        for (i = 0; i < 8; i = i + 1)
            X[i] = A >> 1;   
        time_out = {X[7], X[6], X[5], X[4], X[3], X[2], X[1], X[0]};
    end
endmodule
module dual_ifft8(
    input  wire [127:0] freq_in_phase,   
    input  wire [127:0] freq_in_quad,    
    output wire [127:0] time_out_phase,  
    output wire [127:0] time_out_quad    
);
    ifft8_constant ifft_phase (
        .freq_in(freq_in_phase),
        .time_out(time_out_phase)
    );
    ifft8_constant ifft_quad (
        .freq_in(freq_in_quad),
        .time_out(time_out_quad)
    );
endmodule
module output_module_304to16 (
    input  wire         clk,
    input  wire         reset,
    input  wire         valid_in,     
    output reg          ready_out,    
    input  wire [303:0] data_in,      
    output reg  [15:0]  data_out,     
    output reg          valid_out,    
    output reg          done          
);
    localparam NUM_CHUNKS = 19;  
    reg [4:0] chunk_index;       
    reg       sending;           
    always @(posedge clk or posedge reset) begin
        if (reset) begin
            chunk_index <= 5'd0;
            data_out    <= 16'd0;
            valid_out   <= 1'b0;
            done        <= 1'b0;
            sending     <= 1'b0;
            ready_out   <= 1'b1;
        end else begin
            done <= 1'b0;   
            if (!sending) begin
                ready_out <= 1'b1;
                valid_out <= 1'b0;
                if (valid_in) begin
                    sending     <= 1'b1;
                    chunk_index <= 5'd0;
                    ready_out   <= 1'b0;
                    valid_out   <= 1'b1;
                    data_out    <= data_in[15:0];   
                end
            end else begin
                if (chunk_index == NUM_CHUNKS - 1) begin
                    sending   <= 1'b0;
                    valid_out <= 1'b0;
                    done      <= 1'b1;
                    ready_out <= 1'b1;
                    chunk_index <= 5'd0;
                end else begin
                    chunk_index <= chunk_index + 5'd1;
                    data_out <= data_in[((chunk_index + 1)*16) - 1 -: 16];
                    valid_out <= 1'b1;
                end
            end
        end
    end
endmodule
module qam16_mapper (
    input  wire [3:0] in_data,
    output reg  [15:0] i_out,   
    output reg  [15:0] q_out    
);
    always @(*) begin
        case (in_data)
            4'b0000: begin
                i_out = 16'h0014;  
                q_out = 16'h0028;  
            end
            4'b0001: begin
                i_out = 16'h000A;  
                q_out = 16'h0028;
            end
            4'b0010: begin
                i_out = 16'h0028;
                q_out = 16'h0028;
            end
            4'b0011: begin
                i_out = 16'h001E;  
                q_out = 16'h0028;
            end
            4'b0100: begin
                i_out = 16'h0014;
                q_out = 16'h001E;
            end
            4'b0101: begin
                i_out = 16'h000A;
                q_out = 16'h001E;
            end
            4'b0110: begin
                i_out = 16'h0028;
                q_out = 16'h001E;
            end
            4'b0111: begin
                i_out = 16'h001E;
                q_out = 16'h001E;
            end
            4'b1000: begin
                i_out = 16'h0014;
                q_out = 16'h0014;
            end
            4'b1001: begin
                i_out = 16'h000A;
                q_out = 16'h0014;
            end
            4'b1010: begin
                i_out = 16'h0028;
                q_out = 16'h0014;
            end
            4'b1011: begin
                i_out = 16'h001E;
                q_out = 16'h0014;
            end
            4'b1100: begin
                i_out = 16'h0014;
                q_out = 16'h000A;
            end
            4'b1101: begin
                i_out = 16'h000A;
                q_out = 16'h000A;
            end
            4'b1110: begin
                i_out = 16'h0028;
                q_out = 16'h000A;
            end
            4'b1111: begin
                i_out = 16'h001E;
                q_out = 16'h000A;
            end
            default: begin
                i_out = 16'h0000;
                q_out = 16'h0000;
            end
        endcase
    end
endmodule
module symbol_generator_dual (
    input  wire [15:0] in_phase,    
    input  wire [15:0] quad_phase,  
    output wire [63:0] out_phase,   
    output wire [63:0] out_quad     
);
    assign out_phase = {in_phase, in_phase, in_phase, in_phase};
    assign out_quad  = {quad_phase, quad_phase, quad_phase, quad_phase};
endmodule
module transmitter_top_all (
    input  wire        clk,
    input  wire        reset,
    output wire [3:0]  bitstream_out,    
    output wire [15:0] qam_i,            
    output wire [15:0] qam_q,            
    output wire [63:0] sym_phase,        
    output wire [63:0] sym_quad,         
    output wire [127:0] pad_phase,       
    output wire [127:0] pad_quad,        
    output wire [127:0] ifft_phase,      
    output wire [127:0] ifft_quad,       
    output wire [303:0] cp_symbol,       
    output wire [15:0] serializer_data_out,
    output wire        serializer_valid_out,
    output wire        serializer_done,
    output wire        serializer_ready
);
    wire [3:0]   bs_data;
    wire [15:0]  qam_i_int, qam_q_int;
    wire [63:0]  sym_phase_int, sym_quad_int;
    wire [127:0] pad_phase_int, pad_quad_int;
    wire [127:0] time_phase, time_quad;
    wire [303:0] cp_symbol_int;
    bitstream_generator bs_gen (
        .clk(clk),
        .reset(reset),
        .data(bs_data)
    );
    assign bitstream_out = bs_data;
    qam16_mapper qam_map (
        .in_data(bs_data),
        .i_out(qam_i_int),
        .q_out(qam_q_int)
    );
    assign qam_i = qam_i_int;
    assign qam_q = qam_q_int;
    symbol_generator_dual sym_gen (
        .in_phase(qam_i_int),
        .quad_phase(qam_q_int),
        .out_phase(sym_phase_int),
        .out_quad(sym_quad_int)
    );
    assign sym_phase = sym_phase_int;
    assign sym_quad  = sym_quad_int;
    zero_padding_dual pad_inst (
        .in_phase(sym_phase_int),
        .in_quad(sym_quad_int),
        .out_phase(pad_phase_int),
        .out_quad(pad_quad_int)
    );
    assign pad_phase = pad_phase_int;
    assign pad_quad  = pad_quad_int;
    dual_ifft8 ifft_inst (
        .freq_in_phase(pad_phase_int),
        .freq_in_quad(pad_quad_int),
        .time_out_phase(time_phase),
        .time_out_quad(time_quad)
    );
    assign ifft_phase = time_phase;
    assign ifft_quad  = time_quad;
    cyclic_prefix_256 cp_inst (
        .phase(time_phase),
        .quad(time_quad),
        .symbol_out(cp_symbol_int)
    );
    assign cp_symbol = cp_symbol_int;
    wire symbol_valid = 1'b1;
    output_module_304to16 out_mod (
        .clk(clk),
        .reset(reset),
        .valid_in(symbol_valid),
        .data_in(cp_symbol_int),
        .data_out(serializer_data_out),
        .valid_out(serializer_valid_out),
        .done(serializer_done),
        .ready_out(serializer_ready)
    );
endmodule
module zero_padding_dual (
    input  wire [63:0] in_phase,    
    input  wire [63:0] in_quad,     
    output wire [127:0] out_phase,  
    output wire [127:0] out_quad    
);
    assign out_phase = {32'b0, in_phase, 32'b0};
    assign out_quad  = {32'b0, in_quad, 32'b0};
endmodule
```
==> out/results.txt <==
Worst-Skew Late Latency: 0.25 ns
Hold Fails Final Rpt: 0
Sink Count: 16
Antenna violations before repair: 1
TNS Setup: 0 ns
Max_cap viols: 0
Share of cells above drive strength 1: 2.192%
Ports: 1,001
WP data required: 2.08 ns
TritonCTS clock tree: built
WS Path Type: reg2out
GRT Util Overall: 2.249%
PortBufs: 278
Routed vias/inst: 1.254
Largest net degree at the start of global routing: 51
Via count: 3,730
Post-DRT Antenna Nets: 0
Final core occ: 6.426%
FP Rows: 137
Final max-slew violation count: 0
Highest clock rate: 409.5 MHz
Clock Power Share: 47.2%
Die Footprint: 0.1568 mm2
Max H-tree Level: 1
Worst-path clk slew: 0.05 ns
Post-Syn Area: 0.008254 mm2
Die X: 396 um
Worst vdd ir: 0.2068 mV
Cells in synth_stat.txt: 1,065
Leak pwr: 0.003953 uW
Routed len/inst: 7.302 um
Min cycle time layout: 2.442 ns
Tally of yosys warning messages: 5
RD Place Congestion: 0.6132
Switch share: 27.43%
Dpl hpwl: 19.43 mm
TritonCTS buffer count: 3
Sequential element share of the synthesized area: 4.866%
Yosys synthesis chip area: 0.008254 mm2
Most frequent cells in the layout: conb_1 (722), clkdlybuf4s50_1 (278), dfrtp_1 (14)
Grt ovf: 0
CTS Buffer Depth: 2
Iter 0 DRT Violations: 91
Root buffer cell: clkbuf_16
Final setup vio count: 0
CP Max Fanout: 25
Synth Instances: 1,065
Startpoint Class: register
First-pass GRT wire length: 27.87 mm
RSZ-0062 raised after global routing: no
DRT Pass-1 Iters: 4
Area delta synth->final: 9.034%
Seq pwr share: 39.5%
Power density over the cells: 70.19 mW/mm2
P_sw: 173.3 uW
Core Util at FP: 5.894%
Status: finished clean
Most numerous logic cell after layout: conb_1
Pint: 458.4 uW
Normalized max-slew margin: 54.96%
Post-synth regs: 16
Synth cell types: 32
Syn avg cell area: 7.750 um2
CP Capture Type: primary output
Comb pwr share: 13.3%
Worst Tran Pin Value: 0.6707 ns
Fin Hold WS: 0.4915 ns
Tool warning count: 30
Layout Skew: 0.004331 ns
Fin crit share: 93.93%
Number of global-route vias before repair: 4,541
Routed WL: 21.72 mm
Arr. time, crit path: 1.92 ns
Die height: 396 um
Core box area: 0.1400 mm2
Hold Path Class: reg2reg
DRC: 0
-- final cells by class --
class / instances / area, um2
Fill cell: 16510 / 131000
Antenna cell: 3 / 7.507
Inverter: 10 / 41.29
Tap cell: 1876 / 2347
Sequential cell: 16 / 402.9
Multi-Input combinational cell: 777 / 3173
Clock buffer: 4 / 78.83
Timing Repair Buffer: 288 / 2949
-- worst max-delay path, stage by stage, from the launching register on --
cell	delay, ns
dfrtp_1	0.37
inv_1	0.14
ha_4	0.23
clkinvlp_4	0.07
buf_12	0.13
clkbuf_16	0.21
clkdlybuf4s50_1	0.49
-- power by group through the flow --
stage / clock network [uW] / registers, uW / logic (uW)
6_report: 298 / 250 / 83.9
4_1_cts: 304 / 250 / 114
5_1_grt: 316 / 249 / 148
-- through the flow --
| stage | cells | power (uW) | instance area, um2 | setup WS (ns) |
|---|---|---|---|---|
| after floorplan | 1786 | 1028 | 10970 | 0.06086 |
| after global placement | 2965 | 377.7 | 8843 | 0.3265 |
| after detailed placement | 2965 | 366.0 | 8843 | 0.3336 |
| after CTS | 2969 | 667.8 | 8922 | 0.05465 |
| after global routing | 2972 | 713.2 | 8995 | 0.05787 |
| final | 2974 | 631.7 | 9000 | 0.1577 |
-- final timing paths --
kind | from | end | slack (ns) | cells past startpoint
worst max-delay path | bs_gen.data[0] | ifft_phase[81] | 0.16 | 6
worst min-delay path | bs_gen.data[0] | bs_gen.data[0] | 0.49 | 1
worst max register to register | out_mod.chunk_index[0] | out_mod.data_out[3] | 0.37 | 6
worst min register to register | bs_gen.data[0] | bs_gen.data[0] | 0.49 | 1
max in group asynchronous | reset | bs_gen.data[1] | 1.48 | 2
min in group asynchronous | reset | out_mod.chunk_index[1] | 0.67 | 2
-- flip-flops by register name, indices dropped and copies added (netlist names) --
signal,flops
out_mod.data_out,4
out_mod.ready_out,1
out_mod.done,1
out_mod.valid_out,1
bs_gen.data,4
out_mod.chunk_index,5
-- cell usage after synthesis (all sizes together) --
master,number,area share (%)
mux2i,4,0.49
o221ai,2,0.21
clkbuf,1,0.045
maj3,1,0.12
buf,982,89
ha,8,1.2
o31ai,1,0.091
a21oi,3,0.18
o21ai,3,0.18
o21a,1,0.091
and2,2,0.17
conb,1,0.045
nand2b,1,0.076
a211o,1,0.11
nand4,1,0.076
nand2,4,0.18
nand3,2,0.12
nor2b,2,0.15
dfstp,1,0.32
a41o,1,0.12
xor2,3,0.32
and4bb,1,0.15
xnor2,5,0.62
nor2,5,0.23
and4,1,0.12
inv,10,0.45
and3,3,0.26
dfrtp,15,4.5
-- cells by family after synthesis --
kind of cell    count (synthesis)  synth area share, %
fa+ha+maj                       9                1.334
flops                          16                4.866
xor+xnor                        8               0.9399
other cells                     1              0.04543
compound gates                 12               0.9853
buf+inv                       993                89.81
simple gates                   22                1.531
mux                             4               0.4851
-- metal layers --
layer / global-route usage (%) / vias up / part of all wire, %
li1: - / 1587 / -
met1: 1.962 / 1626 / 32
met2: 3.964 / 505 / 48
met3: 1.981 / 12 / 19
met4: 0.2184 / 0 / 0.99
met5: 0 / - / 0
-- timing repair --
item | 4_1_cts | 5_1_grt
hold buffers | 0 | 0
endpoints found under the setup margin | 0 | 69
buffers inserted | 0 | 1
gates resized | 0 | 4
Power figures rest on the tool's default switching activity, not on a simulated workload.
